File: design/flow/design.v
module SPI_RX(clk, rst_n, SS_n, SCLK, MOSI, edg, len8_16, mask, match, SPItrig);
input clk, rst_n;
input SS_n, SCLK, MOSI, edg, len8_16;
input [15:0] mask, match;
output SPItrig;    
logic SCLK_rise, SCLK_fall, shift;
logic SCLK_ff1, SCLK_ff2, SCLK_ff3, MOSI_ff1, MOSI_ff2, MOSI_ff3;
logic SS_n_ff1, SS_n_ff2, SS_n_ff3; 
logic [15:0] shft_reg, match_result;
always_ff @(posedge clk) begin
	MOSI_ff1 <= MOSI;
	MOSI_ff2 <= MOSI_ff1;
	MOSI_ff3 <= MOSI_ff2;
end
always_ff @(posedge clk) begin
		SS_n_ff1 <= SS_n;
		SS_n_ff2 <= SS_n_ff1; 
		SS_n_ff3 <= SS_n_ff2;
end
always_ff @(posedge clk) begin
		SCLK_ff1 <= SCLK;
		SCLK_ff2 <= SCLK_ff1;
		SCLK_ff3 <= SCLK_ff2;
end
assign SCLK_rise = (SCLK_ff3==0 && SCLK_ff2==1)? 1 : 0;
assign SCLK_fall = (SCLK_ff3==1 && SCLK_ff2==0)? 1 : 0;
assign shift = (edg == 1)? ((SCLK_rise==1)? 1 : 0) : ((SCLK_fall==1)? 1 : 0);
always_ff @(posedge clk, negedge rst_n) begin
	if (!rst_n)
		shft_reg <= 16'h0000;
	else
		shft_reg <= (shift==1)? {shft_reg[14:0], MOSI_ff3} : shft_reg;
end
assign match_result = ((match) ~^ (shft_reg)) | mask; 		 
assign SPItrig = ( SS_n == 1 && match_result[7:0]==8'hff ) ? ( (len8_16==1) ? 1 : ( (match_result[15:8]==8'hff)? 1 : 0 ) )  : 0 ;  
endmodule
File: design/flow/run.sh
#!/bin/bash
# OpenROAD 26Q1-2900-gdf79404cd8, Yosys 0.63+post, stock flow scripts
make -C /OpenROAD-flow-scripts/flow DESIGN_CONFIG=/design/flow/config.mk WORK_HOME=/design/flow/orfs finish
File: design/flow/config.mk
export PLATFORM = sky130hd
export DESIGN_NAME = SPI_RX
export DESIGN_NICKNAME = SPI_RX
export VERILOG_FILES = /design/flow/design.v
export SDC_FILE = /design/flow/constraint.sdc
export NUM_CORES = 4
export LEC_CHECK = 1
export CORE_AREA = 10 10 108 108
export DIE_AREA = 0 0 118 118
File: design/flow/constraint.sdc
current_design SPI_RX

set clk_period 2.2
set clk_io_pct 0.2

create_clock -name clk0 -period $clk_period [get_ports {clk}]

set non_clock_inputs [all_inputs -no_clocks]
set_input_delay [expr $clk_period * $clk_io_pct] -clock clk0 $non_clock_inputs
set_output_delay [expr $clk_period * $clk_io_pct] -clock clk0 [all_outputs]
==> Slide: Implementation Results <==
Physical Implementation Snapshot

Final timing
  – Slew HR: 82.7%
  – Pins over their slew limit: 0
  – F_max: 472 MHz
  – RSZ-0062 raised after global routing: true
  – Clk_skew: 1.88 ps
  – Worst-Margin Slew: 258 ps
  – Setup violators final: 0
  – Final Hold Violating Endpoints: 0
  – Final TNS setup: 0 ps
  – Min Tclk post-route: 2120 ps
  – Worst hold slack: 329 ps
  – Worst setup margin: 83.1 ps
  – Final Cycle Share: 96.2%

Worst setup path
  – Delay-heaviest family, CP: buffers and inverters
  – Critical path class: input pin to output pin
  – Crit-path max cell delay: 460 ps
  – CP Capture Type: output pin
  – Worst path bufs/invs: 3
  – R2R depth: 4
  – CP Launch Type: input pin
  – Crit Reg-Reg Endpoint: shft_reg[3]
  – Setup slack, reg-to-reg: 970 ps
  – Worst path depth: 6
  – Crit-path cells: clkdlybuf4s50_1, o22ai_1, nor4_2, buf_4, o211a_1, buf_2
  – Reg-to-Reg Start: SCLK_ff2
  – Crit path DAT: 1680 ps
  – Critical path startpoint: mask[15]
  – Critical Path Sink: SPItrig
  – WP data required: 1760 ps
  – Worst-path fanout max: 1
  – CP max stage cell: clkdlybuf4s50_1

Route
  – Mean routed wirelength per cell: 10.6 um
  – Drt first-iter violations: 11
  – Routed via count: 690
  – 1st-pass router iterations: 3
  – Wirelength, routed: 2630 um
  – # diodes: 0
  – Via-per-instance ratio: 2.78
  – Routed Antenna Nets: 0
  – # DRC: 0

Final layout
  – Commonest Layout Cell: clkdlybuf4s50_1
  – Syn-to-layout area delta: 65.4%
  – Max FFs per register: 16
  – FILL cells: 1060
  – Share of cells above drive strength 1: 28.6%
  – Most numerous logic cells after layout: clkdlybuf4s50_1, dlygate4sd2_1, dfrtp_1, xnor2_1, mux2_4
  – Final core utilization: 17.8%

Yosys
  – Top cells by area: dfrtp_1, mux2_4, xnor2_1, dfxtp_1, mux2_2
  – Ys cells: 72
  – Cell Area, Synth: 1000 sq um
  – Synth cell types: 15
  – Synth area leader: dfrtp_1
  – Top-area cell share: 40.0%
  – Gate Count Post-Synth: 72
  – Synthesized area per cell: 13.9 sq um
  – YS chip area: 1000 sq um
  – Seq cells post-synth: 22
  – Synth Warn #: 1
  – Register share after synthesis: 52.0%

Global route
  – GRT overflow: 0
  – First-pass GRT wire length: 4200 um
  – Initial antenna violation count: 0
  – Total global-route track usage: 3.80%
  – Number of global-route vias before repair: 743
  – Largest net degree at the start of global routing: 17

Clocking
  – CTS Buf Count: 3
  – Clock root cell: clkbuf_8
  – CTS clk-pin slew, worst paths: 70 ps
  – Worst-skew pair later-pin latency: 250 ps
  – CTS tree: yes
  – H-tree depth: 1
  – Max clock buf depth: 2
  – Clk sinks: 22

Flow run
  – Maxcap violations: 0
  – Tool Warnings: 26

Pwr
  – Leak: 0.690 nW
  – Overall Power: 0.00139 W
  – P per Cell Area: 839 nW/um^2
  – VDD IR max: 0.295 mV

Die
  – Core Util at FP: 10.8%
  – Vertical die size: 118 um
  – I/O pin cnt: 40
  – Core area: 9280 sq um
  – # rows: 35
  – Die area: 13900 sq um
  – Die Span X: 118 um

Status
  – Outcome: finished clean

Placement
  – I/O Buffers: 39
  – DP HPWL: 2250 um
  – Post-placement setup slack: -531 ps
  – Final RePlAce weighted congestion: 0.726

Worst hold path
  – Worst min-delay path category: register to register
-- through the flow --
stage / cell area [sq um] / instances
after floorplan: 1000 / 72
after global placement: 1590 / 244
after detailed placement: 1590 / 244
after CTS: 1640 / 248
after global routing: 1660 / 248
final: 1660 / 248
-- routing by layer --
layer	vias up	share of wire, %	GRT usage [%]
met1	308	50	5.31
li1	354	-	-
met3	2	6.9	1.56
met5	-	0	0
met2	26	42	5.63
met4	0	0.49	0.232
-- cells in the mapped netlist, drive strengths merged --
master / n
mux2: 16
dfxtp: 6
buf: 1
o21ai: 1
xnor2: 16
nand2: 1
dfrtp: 16
o211a: 1
o22ai: 7
a21oi: 1
nor4: 1
nor2: 4
nor3: 1
-- logic make-up (layout without fill, tap and decap cells) --
family | Yosys count | in the layout | share of synthesized area, %
muxes | 16 | 16 | 21.7
buffers and inverters | 1 | 48 | 1.50
DFF | 22 | 22 | 52.0
and+or+nand+nor | 7 | 7 | 3.25
xor gates and xnor gates | 16 | 16 | 14.0
AOI/OAI and AO/OA | 10 | 10 | 7.50
-- report_power, final --
group / switching, W / internal [W]
clock: 0.000117 / 0.000129
combinational: 0.000144 / 0.000341
sequential: 0.000130 / 0.000528
-- timing repair --
action | in CTS | in global routing
buffers inserted | 0 | 0
pin swaps | 21 | 0
endpoints found under the setup margin | 1 | 1
gates resized | 27 | 2
hold buffers | 0 | 0
-- final cells by class --
cell class	count	area, sq um	area share (%)
multi-input cells	49	513	31.0
repair buffers	44	415	25.1
well taps	129	161	9.75
clock buffers	4	45.0	2.72
flip-flops and latches	22	520	31.4
-- worst reg2reg max path: cells and delay by family (launching register included) --
kind / cells / cell delay [ps]
AND/OR/NAND/NOR: 1 / 80
multiplexers: 1 / 350
AND-OR/OR-AND: 1 / 170
buffers and inverters: 1 / 180
flip-flops: 1 / 340
-- worst min-delay path by stage --
stage | startpoint | endpoint | slack [ps] | depth (start not counted)
4_1_cts | MOSI_ff2 | MOSI_ff3 | 330 | 0
5_1_grt | MOSI_ff2 | MOSI_ff3 | 340 | 0
6_report | SCLK_ff1 | SCLK_ff2 | 330 | 0
Power figures rest on the tool's default switching activity, not on a simulated workload.
