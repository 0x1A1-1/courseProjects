### flow/design.v
module RAMqueue(clk, we, waddr, wdata, raddr, rdata);
parameter ENTRIES = 384;
parameter LOG2 = 9;
input clk, we;
input [LOG2-2:0] wdata;
input [LOG2-1:0] waddr, raddr;
output reg [LOG2-2:0] rdata;
reg [LOG2-1:0] mem [0:ENTRIES-1];
always @(posedge clk)
	begin
	if (we==1)
		begin	
		mem[waddr] <= wdata;
		end
	rdata <= mem[raddr];
	end
endmodule
### flow/run.sh
#!/bin/bash
# OpenROAD 26Q1-2900-gdf79404cd8, Yosys 0.63+post, stock flow scripts
make -C /OpenROAD-flow-scripts/flow DESIGN_CONFIG=/design/flow/config.mk WORK_HOME=/design/flow/orfs finish
### flow/config.mk
export PLATFORM = sky130hd
export DESIGN_NAME = RAMqueue
export DESIGN_NICKNAME = RAMqueue
export VERILOG_FILES = /design/flow/design.v
export SDC_FILE = /design/flow/constraint.sdc
export NUM_CORES = 4
export LEC_CHECK = 1
export CORE_UTILIZATION = 50
### flow/constraint.sdc
current_design RAMqueue

set clk_period 18.1
set clk_io_pct 0.2

create_clock -name clk0 -period $clk_period [get_ports {clk}]

set non_clock_inputs [all_inputs -no_clocks]
set_input_delay [expr $clk_period * $clk_io_pct] -clock clk0 $non_clock_inputs
set_output_delay [expr $clk_period * $clk_io_pct] -clock clk0 [all_outputs]
==> results_dict.tcl <==
# flow metrics
set metrics [dict create \
    outcome "complete, no violations" \
    hold_start "mem[71][2]" \
    setup_viol 0 \
    worst_ep_arrival_time_ns 9.00 \
    insertion_delay_ns 0.94 \
    htreeDepth 5 \
    fp_util 0.5053 \
    setup_tns_ns 0 \
    overflow 0 \
    synth_top_flop_cell "edfxtp_1" \
    grt_pass1_vias 62623 \
    route.detailed.drc 0 \
    cts_buffers 333 \
    boundaryPins 36 \
    criticalPathCategory "in2reg" \
    drt_iter0_drc 4004 \
    path_max_fanout 65 \
    maxSlewViolCount 0 \
    logic_area_um2 25020 \
    num_vias 56913 \
    areaGrowthSynthToFinish_pct 12.49 \
    place.detailed.hpwl_mm 188.7 \
    tool_warnings 29 \
    cts_resized 0 \
    die_h_um 490.4 \
    rsz0062_at_grt "false" \
    final_core_util 0.5684 \
    max_slew_margin 0.1420 \
    core-area_um2 236100 \
    root_buffer "clkbuf_16" \
    clk_pin_slew_ns 0.06 \
    wl_per_cell_um 33.67 \
    drive_gt1_frac 0.2624 \
    power_density_nw_per_um2 111.2 \
    max_stage_delay_ns 0.97 \
    grt_max_degree 127 \
    dieArea_um2 240500 \
    cpMaxStageDelayCell "a221oi_1" \
    yosys_cells 5412 \
    critPathBufInv 5 \
    postCtsSetupRepairBufs 0 \
    final_common_cell "edfxtp_1" \
    finalClockSkew_ns 0.06016 \
    gp_congestion 0.9178 \
    leakagePower_nw 41.73 \
    syn_inst 5412 \
    antenna_found_initial 7 \
    cts_tree "yes" \
    min_period_ns 8.244 \
    crit_top_cell "buf_4" \
    crit_path_start "raddr[0]" \
    ys_area_um2 119300 \
    fillerInstances 16935 \
    synthArstFlopShare 0 \
    edf_count 3072 \
    rows 178 \
    seq_area_um2 92410 \
    drtPass1Iterations 5 \
    worstMarginPinSlew_ns 1.269 \
    max-vdd-ir-drop_mv 0.08870 \
    grtUsageTotal 0.2965 \
    holdCritPathClass "reg2reg" \
    postSynthSeqShare 0.7747 \
    synth_flops 3080 \
    ant_nets 0 \
    synth.distinct_cells 65 \
    maxCapViolCount 0 \
    hold_viol 0 \
    synth_area_um2 119300 \
    postCtsHoldBufs 0 \
    clock-sinks 3080 \
    cts_buffer_depth 4 \
    dieWidth_um 490.4 \
    path_delay_family "buffers and inverters" \
    end_kind "flip-flop" \
    startpoint_type "primary input" \
    grt_first_pass_wirelength_mm 446.6 \
    syn_avg_cell_area_um2 22.04 \
    fin_crit_sh 0.4555 \
    lay_top_cells "edfxtp_1, mux4_2, nor2_1" \
    required_ns 18.85 \
    via_per_inst 6.215 \
    r2r-start "mem[95][5]" \
    max_freq_mhz 121.3 \
    yosys_warnings 1 \
    numPortBuffers 35 \
    path_cells "buf_16 -> buf_4 -> buf_4 -> buf_4 -> buf_4 -> mux4_2 -> o22ai_1 -> nor3b_1 -> nor3_1 -> nand4_1 -> a221oi_1 -> a311oi_1" \
    wl_mm 308.4 \
]
## registers in the layout, summed over array words and instances (netlist names)
| name | flops |
|---|---|
| mem | 3072 |
| rdata | 8 |
## metrics by stage
step                setup slack, ns  std cells  instance area [um2]  hold slack [ns]  total power, mW
floorplan                     12.31       5412               119300           0.7860            8.385
CTS                           9.802       9148               134200            1.024            15.03
global placement              8.749       8570               124100            1.027            8.725
finish                        9.856       9157               134200            1.019            14.92
detailed placement            8.808       8570               124100            1.020            8.731
global route                  9.383       9153               134200            1.051            15.34
## worst register-to-register path: stages, from the launching register on
cell and delay, ns:
edfxtp_1 0.36, mux4_2 0.47, mux2i_1 0.18, o22ai_1 0.12
o31ai_1 0.72, nand4_1 0.39, a221oi_1 0.97, a311oi_1 0.11
## worst paths after layout
path              slack [ns]  depth (start not counted)       end
setup reg to reg       14.58                          7  rdata[5]
setup / recovery        9.86                         12  rdata[5]
hold reg to reg         1.02                          5  rdata[2]
hold / removal          1.02                          5  rdata[2]
## cell type report
cell class                      count  area share
Sequential cell                  3080      0.6887
Inverter                            4   0.0001119
Clock inverter                    170    0.009698
Clock buffer                      408     0.06523
Antenna cell                        9   0.0001678
Multi-Input combinational cell   2006      0.1865
Timing Repair Buffer              330     0.02024
Tap cell                         3150     0.02937
## metal layers
layer / track usage / vias up / routed length (um)
met5: 0.01310 / - / 451
met4: 0.08612 / 14 / 12020
met1: 0.4068 / 29339 / 98610
li1: - / 23527 / -
met2: 0.4172 / 3477 / 146800
met3: 0.2050 / 556 / 50500
## cell families (layout without fill, tap and decap cells)
logic type / count (synthesis) / after routing / share of synthesized area
other cells: 0 / 9 / 0
simple gates: 675 / 675 / 0.02420
flops: 3080 / 3080 / 0.7747
compound gates: 363 / 363 / 0.02176
buf+inv: 326 / 912 / 0.01640
mux: 968 / 968 / 0.1629
## synth_stat cells (3+ instances only)
cell type,number,area share
nor2b_1,24,0.0013
mux4_2,778,0.15
buf_2,84,0.0035
o41ai_1,4,0.00029
nor2_1,412,0.013
o211ai_1,5,0.00031
o221ai_1,6,0.00044
or2_2,3,0.00016
o21ai_0,23,0.00097
o22a_1,4,0.00029
a22o_1,21,0.0015
nor3b_1,7,0.00044
a31oi_1,23,0.0012
a211oi_1,9,0.00057
nand4_1,15,0.00079
nor4_1,4,0.00021
mux2_2,9,0.00085
buf_6,59,0.0056
a21oi_1,48,0.0020
and2_1,8,0.00042
buf_1,26,0.00082
o2111ai_1,5,0.00037
nand3_1,46,0.0019
or3_1,3,0.00016
buf_4,21,0.0013
buf_8,5,0.00063
o21ai_1,4,0.00017
edfxtp_1,3072,0.77
a221oi_1,25,0.0018
a22oi_1,128,0.0081
buf_12,3,0.00050
o311a_1,3,0.00025
clkbuf_1,124,0.0039
o22ai_1,29,0.0015
nand2_1,105,0.0033
and3_1,5,0.00026
a41oi_1,3,0.00022
mux2i_1,181,0.015
o31ai_1,6,0.00038
dfxtp_1,8,0.0013
nor3_1,17,0.00071
nand2b_1,14,0.00073
inv_1,3,0.000094
and3b_1,3,0.00022
## power by group
part	leakage, nW	internal [mW]	total [mW]	switching [mW]
Clock	4.95	3.69	6.34	2.66
Sequential	27.7	7.86	7.86	0.00909
Combinational	9.12	0.247	0.711	0.464
Power figures rest on the tool's default switching activity, not on a simulated workload.
