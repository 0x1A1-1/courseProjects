--- flow/config.mk ---
export PLATFORM = sky130hd
export DESIGN_NAME = SPI_mstr
export DESIGN_NICKNAME = SPI_mstr
export VERILOG_FILES = /design/flow/design.v
export SDC_FILE = /design/flow/constraint.sdc
export NUM_CORES = 4
export LEC_CHECK = 1
export CORE_AREA = 10 10 97 97
export DIE_AREA = 0 0 107 107
--- flow/constraint.sdc ---
current_design SPI_mstr

set clk_period 2.7
set clk_io_pct 0.2

create_clock -name clk0 -period $clk_period [get_ports {clk}]

set non_clock_inputs [all_inputs -no_clocks]
set_input_delay [expr $clk_period * $clk_io_pct] -clock clk0 $non_clock_inputs
set_output_delay [expr $clk_period * $clk_io_pct] -clock clk0 [all_outputs]
--- flow/design.v ---
module SPI_mstr(clk,rst_n,SS_n,SCLK,wrt,done,data_out,MOSI,pos_edge,width8);
  input clk,rst_n,wrt;
  input [15:0] data_out;					 
  input pos_edge;							 
  input width8;								 
  output SS_n,SCLK,done,MOSI;
  reg [1:0] state,nstate;
  reg [4:0] dec_cntr;
  reg [4:0] bit_cntr;
  reg [15:0] shft_reg;			 
  reg done;
  reg SS_n;
  reg rst_cnt,en_cnt,shft;
  localparam IDLE = 2'b00;
  localparam BITS = 2'b01;
  localparam TRAIL = 2'b10;
  localparam WAIT_DONE = 2'b11;
  always @(posedge clk, negedge rst_n)
    if (!rst_n)
      state <= IDLE;
    else
      state <= nstate;
  always @(posedge clk, negedge rst_n)
    if (!rst_n)
	  shft_reg <= 16'h0000;
	else if (wrt)
      shft_reg <= data_out;
    else if (shft)
      shft_reg <= {shft_reg[14:0],1'b0};
  always @(posedge clk)
    if (rst_cnt)
      bit_cntr <= 5'b00000;
    else if (en_cnt)
      bit_cntr <= bit_cntr + 1;
  always @(posedge clk)
    if (rst_cnt)
      dec_cntr <= 5'b01011;
    else
      dec_cntr <= dec_cntr + 1;
  assign SCLK = dec_cntr[4];
  always @(state, wrt, dec_cntr, bit_cntr)
    begin
      rst_cnt = 0; 
      SS_n = 1;
      en_cnt = 0;
      shft = 0;
      done = 1;
	  nstate = IDLE;
      case (state)
        IDLE : begin
          rst_cnt = 1;
          if (wrt) 
            nstate = BITS;
          else
 		    nstate = IDLE;
        end
        BITS : begin
		  done = 0;
          SS_n = 0;
          en_cnt = (pos_edge) ? (~dec_cntr[4] & &dec_cntr[3:0]) : &dec_cntr;
          shft = en_cnt;
          if ((~width8 && (bit_cntr==5'h10)) || (width8 & (bit_cntr==5'h08))) 
            nstate = TRAIL;
          else
            nstate = BITS;         
        end
        TRAIL : begin
		  done = 0;
          SS_n = 0;
          if (&dec_cntr[3:1]) begin
		    rst_cnt = 1;
            nstate = WAIT_DONE;
		  end else
		    nstate = TRAIL;
        end
		WAIT_DONE : begin
		  done = 0;
		  if (&dec_cntr[3:1])
		    nstate = IDLE;
		  else
		    nstate = WAIT_DONE;
		end
      endcase
    end
  assign MOSI = shft_reg[15];
endmodule 
--- flow/run.sh ---
#!/bin/bash
# OpenROAD 26Q1-2900-gdf79404cd8, Yosys 0.63+post, stock flow scripts
make -C /OpenROAD-flow-scripts/flow DESIGN_CONFIG=/design/flow/config.mk WORK_HOME=/design/flow/orfs finish
==> CHANGELOG.md <==
### Physical design

* CTS buffer count at 5
* Max Cap Violations at 0
* GR Util All Layers at 0.06112
* Die area at 0.01145 mm^2
* Routed vias/inst at 4.381
* Final Cycle Share at 0.7938
* Final HPWL DP at 2343 um
* Power Density at 631.7 mW/mm^2
* CTS Hold Buffers Added at 0
* Die H at 107 um
* First-pass GRT wire length at 5885 um
* Synth warnings at 1
* Outcome: completed
* Bufs on Longest Clock Path at 2
* Via count at 1253
* WP data required at 2.16 ns
* Wire per inst at 12.10 um
* DRT iter0 DRCs at 81
* Final worst path period need at 2.143 ns
* TNS Setup at 0 ns
* Worst setup EP type: output pin
* Worst-path clk slew at 0.06 ns
* GRT Residual Overflow at 0
* Cells after synthesis at 160
* Yosys reg bits at 30
* Layout filler cell count at 807
* Antenna-violating nets left at 0
* Worst-Skew Late Latency at 0.28 ns
* CP cell instances: nor3_1, clkdlybuf4s50_1
* Slew HR at 0.7645
* Setup CP Type: register to output pin
* Gpl congestion at 0.7600
* Most common logic cell in the routed design: clkdlybuf4s50_1
* Tool Warnings at 27
* Peak Freq at 466.6 MHz
* Initial core utilization at 0.2056
* Share of post-route cells with drive strength above 1 at 0.08556
* Worst Skew at 0.003106 ns
* RSZ-0062 raised after global routing: no
* Fin. max-slew vios at 0
* DRT Wirelength at 3461 um
* Cells after DPL at 278
* Seq share, synth at 0.4683
* Predominant post-synthesis flop cell: dfrtp_1
* Pin count of the biggest net entering global routing at 35
* Antenna Cells at 0
* Setup violators final at 0
* IO Port Bufs at 24
* CP max-delay cell: clkdlybuf4s50_1
* Setup Fix Bufs, Post-CTS at 0
* Clk sinks at 30
* Cell Type Count at 34
* Final hold vios at 0
* Vias in the first global route at 1257
* CTS Root Cell: clkbuf_8
* Cell type group with the largest total delay on the critical path: buffers and inverters
* Largest register FFs at 16
* Mapped cell area at 0.001499 mm^2
* Worst-path fanout max at 5
* Post-synth ARST share at 0.6667
* Number of cells in Yosys stat at 160
* Pre-antenna DRT Iters at 4
* Final worst slack at 0.5568 ns
* Core Box Area at 0.007292 mm^2
* Hold/Removal Path Class: register to register
* EDFF count, synth at 0
* Fin cells at 286
* Post-synth area from yosys stat at 0.001499 mm^2
* Max VDD drop at 0.0001730 V
* Pleak at 0.7295 nW
* Syn_area_per_cell at 9.368 um^2
* H-Tree Depth at 2
* Resized cells post-CTS at 0
* CTS tree: built
* Top Layout Cells: clkdlybuf4s50_1, o21ai_0, a21oi_1
* Top-Level Pins at 25
* Initial antenna violation count at 0
* Worst-Margin Slew at 0.3505 ns
* Crit-path max cell delay at 0.54 ns
* CP startpoint kind: register
* CP Buf/Inv Count at 1
* Cell Rows at 31
* DIE WIDTH at 107 um
* # DRC at 0
* Worst slack, placed at 0.6370 ns
* Critical Path AT at 1.60 ns
* Layout area overhead at 27.88%
-- power by group --
group	internal, mW	switching [mW]	leakage (nW)	total, mW
sequential	0.526	0.0528	0.311	0.579
clock	0.205	0.159	0.0482	0.364
combinational	0.137	0.131	0.370	0.268
-- cell families (layout without fill, tap and decap cells) --
kind of cell | Yosys count | in the layout | synth area share
AOI/OAI and AO/OA | 61 | 61 | 0.2245
xor gates and xnor gates | 2 | 2 | 0.01169
adders and majority gates | 5 | 5 | 0.04174
buffers and inverters | 16 | 43 | 0.06260
DFF | 30 | 30 | 0.4683
muxes | 2 | 2 | 0.01419
and+or+nand+nor | 44 | 44 | 0.1770
-- cell usage after synthesis (2+ instances only) --
cell type,number,share of area
nand3_1,6,0.020
nor2_1,2,0.0050
ha_1,5,0.042
nor2b_1,17,0.071
inv_1,7,0.018
nand2_1,7,0.018
o21ai_0,21,0.070
dfxtp_1,10,0.13
or4_1,3,0.015
a21oi_1,20,0.067
dfrtp_1,19,0.32
o31ai_1,3,0.015
clkbuf_1,5,0.013
a31oi_1,15,0.063
-- layout make-up --
class,count,area (um^2),area share
clock buffer,7,86.33,0.04504
clock inverter,1,5.005,0.002611
inverter,7,26.28,0.01371
tap,99,123.9,0.06462
timing repair buffer,28,270.3,0.1410
sequential,30,701.9,0.3662
multi-input combinational,114,703.2,0.3668
-- through the flow --
stage / hold WS [ns] / area, um^2 / total power [mW] / util
2_1_floorplan: 0.2444 / 1499 / 0.7558 / -
3_3_place_gp: 0.3867 / 1826 / 0.8501 / 0.2503
3_5_place_dp: 0.3955 / 1826 / 0.8590 / 0.2503
4_1_cts: 0.4103 / 1917 / 1.230 / 0.2629
5_1_grt: 0.4438 / 1917 / 1.302 / 0.2629
6_report: 0.4043 / 1917 / 1.211 / 0.2629
-- routing by layer --
metal,global-route usage,share of wire,up-vias
li1,-,-,628
met1,0.08258,0.49,602
met2,0.09263,0.44,19
met3,0.02426,0.062,4
met4,0.008704,0.011,0
met5,0,0,-
-- final timing paths --
kind / from / to / slack (ns) / cells after the start
min in group asynchronous: rst_n / state[1]$_DFF_PN0_ / 0.61 / 2
max in group asynchronous: rst_n / state[0]$_DFF_PN1_ / 1.82 / 2
min reg2reg: dec_cntr[0]$_SDFF_PP1_ / dec_cntr[0]$_SDFF_PP1_ / 0.40 / 1
max: register / done / 0.56 / 2
min: dec_cntr[0]$_SDFF_PP1_ / dec_cntr[0]$_SDFF_PP1_ / 0.40 / 1
max reg2reg: dec_cntr[1]$_SDFF_PP1_ / bit_cntr[4]$_SDFFE_PP0P_ / 0.77 / 7
No activity file was given, so power comes from the tool's default toggle rates.
